`/design/flow/run.sh`:
```
#!/bin/bash
# OpenROAD 26Q1-2900-gdf79404cd8, Yosys 0.63+post, stock flow scripts
make -C /OpenROAD-flow-scripts/flow DESIGN_CONFIG=/design/flow/config.mk WORK_HOME=/design/flow/orfs finish
```
`/design/flow/design.v`:
```
`timescale 1ns / 1ps
module RandGen(
    input clk,
    input REIN,
    output logic [15:0] rout
    );
    logic [15:0]nextrout;
    always_ff @ (posedge clk) begin  
        if(~REIN) 
            rout <= rout;
        else
            rout <= nextrout;
        end
    always_comb begin
        nextrout = {rout[14:0], ~(~(~(rout[15] ^ rout[13]) ^ rout[12]) ^ rout[10])};     
        end
endmodule
```
`/design/flow/config.mk`:
```
export PLATFORM = sky130hd
export DESIGN_NAME = RandGen
export DESIGN_NICKNAME = RandGen
export VERILOG_FILES = /design/flow/design.v
export SDC_FILE = /design/flow/constraint.sdc
export NUM_CORES = 4
export LEC_CHECK = 1
export CORE_AREA = 10 10 72 72
export DIE_AREA = 0 0 82 82
```
`/design/flow/constraint.sdc`:
```
current_design RandGen

set clk_period 1.8
set clk_io_pct 0.2

create_clock -name clk0 -period $clk_period [get_ports {clk}]

set non_clock_inputs [all_inputs -no_clocks]
set_input_delay [expr $clk_period * $clk_io_pct] -clock clk0 $non_clock_inputs
set_output_delay [expr $clk_period * $clk_io_pct] -clock clk0 [all_outputs]
```
==> summary.rpt <==
FLOW METRICS REPORT
----------------------------------------------------
[Timing]
  Maximum achievable frequency ........................ 669.5 MHz
  Final hold viol count ........................ 0
  Number of pins with negative max-slew slack in the final report ........................ 0
  Shortest period the worst path allows ........................ 1494 ps
  Total Neg Setup Slack ........................ 0 ps
  Final tally of setup violations ........................ 0
  Slew HR ........................ 0.8843
  Worst hold slack across all endpoints ........................ 441.8 ps
  Slew of the pin with the lowest slew margin ........................ 172.3 ps
  Worst Skew ........................ 5.898 ps
  Setup slack after layout ........................ 306.4 ps
  Unrepaired setup endpoints after global routing ........................ no
  Period utilisation layout ........................ 0.8298

[Detailed routing]
  DRC violations left ........................ 0
  Met3 Routed Length ........................ 163 um
  Top routing layer used ........................ met3
  Routed Antenna Nets ........................ 0
  Total routed wirelength ........................ 1.024 mm
  Post-Route M1 WL ........................ 450 um
  Antenna diode count ........................ 0
  Drt first pass iters ........................ 2
  Vias per inst ........................ 2.878
  Routed via count ........................ 259
  Number of DRC violations after detailed-routing iteration 0 ........................ 17
  Met2 wire length ........................ 409 um
  Wire length per cell ........................ 11.38 um

[Global route]
  Overall track demand over capacity in global routing ........................ 0.03049
  Initial antenna violation count ........................ 0
  Wire length of the first global-routing pass ........................ 1.476 mm
  Maximum number of pins on one net before global-route repair ........................ 10
  Via count of the first global-routing pass ........................ 276
  Remaining Overflow, GRT ........................ 0

[Final layout]
  Area growth from synthesis to layout ........................ 28.69%
  Most flop-heavy register ........................ rout
  Cell area after layout ........................ 797.0 um2
  Top flop regs ........................ rout: 16 flops
  Filler Cell Count ........................ 393
  Footprint of the multi-input gates ........................ 26.28 um2
  Area taken by flip-flops and latches ........................ 480.5 um2
  Max reg flops ........................ 16
  Share of final-layout standard cells stronger than drive strength 1 ........................ 0.1190

[Worst setup path]
  Top delay family on crit path ........................ buffers and inverters
  Critical path capture point ........................ rout[12]
  Critical path arrival ........................ 1130 ps
  Endpoint type of the worst setup path ........................ output port
  Stage delay of the slowest cell on the critical path ........................ 490 ps
  R2R Setup Slk ........................ 780 ps
  Crit path buf inv count ........................ 1
  Reg-to-reg startpoint ........................ rout[10]
  Crit-path max FO ........................ 3
  Sequence of cells on the critical path ........................ clkdlybuf4s50_1
  Cell count of the worst reg-to-reg path ........................ 2
  Kind of start point of the critical path ........................ flop
  Reg-to-Reg End ........................ rout[0]
  WP depth ........................ 1
  CP Launch Point ........................ rout[12]
  Crit Path Class ........................ reg2out
  Data required time at the worst endpoint ........................ 1440 ps
  Slowest cell on the critical path ........................ clkdlybuf4s50_1

[Die]
  Std-Cell Core Area ........................ 0.003689 mm2
  Fp util ........................ 0.1679
  Die ar. ........................ 0.006724 mm2
  I/O pin cnt ........................ 18
  Die X-Extent ........................ 82 um
  Standard-cell row count ........................ 22
  Vertical die dimension ........................ 82 um

[Power]
  Part of the total power dissipated in the clock network ........................ 0.337
  Switch share ........................ 0.1789
  Flop pwr share ........................ 0.586
  Fraction of power consumed by combinational cells ........................ 0.077
  Leakage Power ........................ 0.2620 nW
  Total net switching power ........................ 138.5 uW
  Final Power ........................ 774.1 uW
  Internal power contribution ........................ 635.6 uW
  Max VDD drop ........................ 426.0 uV
  Areal power density over the cells ........................ 971.2 mW/mm2

[Logic synthesis]
  Flop and latch count out of synthesis ........................ 16
  Cell type contributing the most total cell area after synthesis ........................ edfxtp_1
  Average cell area after synthesis ........................ 18.22 um2
  Yosys top cell by instances ........................ edfxtp_1
  Post-synth top area share ........................ 0.7758
  Area reported by Yosys stat ........................ 619.3 um2
  Count of flip-flops with a built-in enable after synthesis ........................ 16
  Area of the mapped netlist ........................ 619.3 um2
  Post-synthesis cell count from yosys ........................ 34
  Main area contributors ........................ edfxtp_1 78%, buf_4 18%, xnor2_1 4.2%
  Synth unique cells ........................ 3
  Gate Count Post-Synth ........................ 34
  FFs w/ async S/R, synth ........................ 0
  Post-synth top cells ........................ 16 x edfxtp_1, 15 x buf_4, 3 x xnor2_1
  Dominant flop cell ........................ edfxtp_1
  Tally of yosys warning messages ........................ 1
  Sequential area share after synthesis ........................ 0.7758

[Clock tree]
  Post-cts repair resize count ........................ 0
  CTS tree ........................ built
  Clock root buffer ........................ clkbuf_8
  Total clock buffers created by CTS ........................ 3
  Clock input transition at the sequential cells of the worst setup and hold paths ........................ 60 ps
  Buffers from clock root to sink, at most ........................ 2
  Worst-Skew Late Latency ........................ 240 ps
  Post-CTS Hold Buffers ........................ 0
  Number of H-tree levels ........................ 1
  TritonCTS Sinks ........................ 16
  Post-CTS setup buffer count ........................ 0

[Placed design]
  Port-buffer cells ........................ 17
  Post-DP HPWL ........................ 784.5 um
  Worst slack at placement ........................ 476.0 ps
  Last weighted congestion value of the routability-driven placer ........................ 0.6718
  Placement Cell Area ........................ 752.0 um2

[Flow run]
  Tool Warnings ........................ 25
  Max-capacitance violation count ........................ 0

[Status]
  Result of the run ........................ complete, no violations

[Hold path]
  Class of the tightest hold or removal check ........................ reg2reg

----------------------------------------------------
-- power groups by stage --
stage	registers, mW	clock network (mW)	logic, mW
after CTS	0.454	0.269	0.0629
after global routing	0.458	0.281	0.0665
final	0.453	0.261	0.0598
-- kinds of logic after synthesis --
group | Yosys count | share of synthesized area
buf+inv | 15 | 0.1818
xor+xnor | 3 | 0.04243
flops | 16 | 0.7758
-- how the worst min path moves through the flow --
| stage | slack [ps] | end | from | depth (start not counted) |
|---|---|---|---|---|
| CTS | 450 | rout[7] | rout[6] | 0 |
| global route | 460 | rout[7] | rout[6] | 0 |
| finish | 440 | rout[7] | rout[6] | 0 |
-- layout make-up --
class / instances / share of cell area
Clock inverter: 1 / 0.004710
Tap cell: 48 / 0.07535
Clock buffer: 3 / 0.05181
Timing Repair Buffer: 19 / 0.2323
Multi-Input combinational cell: 3 / 0.03297
Sequential cell: 16 / 0.6028
-- through the flow --
step	cells	util
after floorplan	34	-
after global placement	86	0.2039
after detailed placement	86	0.2039
after CTS	90	0.2161
after global routing	90	0.2161
final	90	0.2161
-- metal layers --
| metal | up-vias | global-route usage |
|---|---|---|
| li1 | 119 | - |
| met1 | 124 | 0.03924 |
| met2 | 16 | 0.04075 |
| met3 | 0 | 0.02533 |
| met4 | 0 | 0.001701 |
| met5 | - | 0 |
-- placed cells by master (no fill, tap or decap), drive strengths merged --
cell           Yosys  routed
edfxtp            16      16
clkinv             0       1
clkdlybuf4s50      0      17
xnor2              3       3
clkbuf             0       3
buf               15       2
No activity file was given, so power comes from the tool's default toggle rates.
