### design/flow/design.v
`timescale 1ns / 1ps
module clkdiv(
    input mclk,  
    output logic clk2  
    );
    logic [25:0] count; 
    always @ (posedge mclk) begin  
        count <= count + 1;
        if (count == 2000000)begin
            clk2 <= ~clk2;
            count <= 0;
            end
    end
endmodule
### design/flow/run.sh
#!/bin/bash
# OpenROAD 26Q1-2900-gdf79404cd8, Yosys 0.63+post, stock flow scripts
make -C /OpenROAD-flow-scripts/flow DESIGN_CONFIG=/design/flow/config.mk WORK_HOME=/design/flow/orfs finish
### design/flow/config.mk
export PLATFORM = sky130hd
export DESIGN_NAME = clkdiv
export DESIGN_NICKNAME = clkdiv
export VERILOG_FILES = /design/flow/design.v
export SDC_FILE = /design/flow/constraint.sdc
export NUM_CORES = 4
export LEC_CHECK = 1
export CORE_AREA = 10 10 87 87
export DIE_AREA = 0 0 97 97
### design/flow/constraint.sdc
current_design clkdiv

set clk_period 3.8
set clk_io_pct 0.2

create_clock -name clk0 -period $clk_period [get_ports {mclk}]

set non_clock_inputs [all_inputs -no_clocks]
set_input_delay [expr $clk_period * $clk_io_pct] -clock clk0 $non_clock_inputs
set_output_delay [expr $clk_period * $clk_io_pct] -clock clk0 [all_outputs]
==> results_dict.tcl <==
# collected from the flow reports
set metrics [dict create \
    status "finished clean" \
    cp_data_required_time_ns 3.04 \
    regToRegSetupSlack_ns 2.13 \
    max-vdd-ir-drop_uv 172.0 \
    stdcell_area_um2 1321 \
    num_vias 854 \
    drt_pre_antenna_iters 4 \
    rows 27 \
    grt_overflow 0 \
    first_iter_violations 99 \
    die_x_um 97 \
    crit_path_max_fanout 2 \
    cap_violations 0 \
    cp_top_family "buffers and inverters" \
    syn-mean-instance-area_um2 9.925 \
    chipArea_um2 9409 \
    reg2reg_depth 5 \
    syn_area_um2 1181 \
    slew_headroom_pct 73.45 \
    ant_nets 0 \
    fp_util_pct 20.94 \
    wl_um 2087 \
    cts_resized 0 \
    crit_start "clk2" \
    antenna_found_initial 0 \
    setup-tns-final_ns 0 \
    rsz0062_at_grt "false" \
    crit_chain "clkdlybuf4s50_1" \
    p_leak_nw 0.4363 \
    clock_path_buffers 2 \
    worst_pin_slew_ns 0.3968 \
    syn_inst 119 \
    finalCriticalPeriod_ns 1.834 \
    setup-violations-final 0 \
    ys_ff 27 \
    fin_cells 195 \
    slew_viol_final 0 \
    synthDistinctLibCells 30 \
    grt_max_degree 15 \
    synth-warning-count 1 \
    area_growth_pct 11.86 \
    grt_usage_pct 4.403 \
    cts_hold_buf 0 \
    cts_sinks 27 \
    die_y_um 97 \
    h-tree-depth 1 \
    clk_pin_slew_ns 0.09 \
    hpwl_um 1531 \
    finalPower_uw 442.9 \
    end_kind "output pin" \
    max_freq_mhz 545.2 \
    n_antenna_cell 0 \
    ys_area_um2 1181 \
    placedCellCount 191 \
    critPathKind "reg -> out" \
    r2r_start "count[0]" \
    grt_pass1_wl_um 3615 \
    ys_seq_share_pct 46.61 \
    hold_viol_final 0 \
    ys_cells 119 \
    routedWlPerCell_um 10.70 \
    gp_congestion 0.8675 \
    fill_cells 594 \
    slowest_stage "clkdlybuf4s50_1" \
    regToRegEndpoint "clk2" \
    crit_cells 1 \
    drive_gt1_share_pct 9.756 \
    power.density_nw_per_um2 335.2 \
    cp-endpoint "clk2" \
    placed_cell_area_um2 1276 \
    fin_skew_ns 0.002195 \
    critPathLaunchType "flip-flop" \
    portBuffers 1 \
    postCtsSetupRepairBufs 0 \
    cts_tree "done" \
    worst_path_largest_cell_delay_ns 0.46 \
    path_buffers 1 \
    route.detailed.drc 0 \
    cts_buffers 3 \
    clk_latency_ns 0.27 \
    core_area_um2 5642 \
    grt_pass1_vias 780 \
    hold_path.class "reg -> reg" \
    pin_count 2 \
    period_used_pct 48.27 \
    crit_arrival_ns 1.07 \
    root_buffer "clkbuf_8" \
    routed_via_density 4.379 \
    warning_count 26 \
]
==> cell usage after synthesis <==
cell type / instances / area (um^2)
a21oi_1: 2 / 10.01
a21oi_2: 1 / 8.760
and3_1: 3 / 18.77
and3_2: 2 / 15.01
and3_4: 1 / 11.26
and4_1: 5 / 43.79
and4_2: 1 / 10.01
buf_2: 1 / 5.000
dfxtp_1: 26 / 520.5
edfxtp_1: 1 / 30.03
ha_1: 2 / 25.02
inv_1: 4 / 15.01
mux2i_1: 3 / 30.03
nand2_1: 5 / 18.77
nand3_1: 13 / 65.06
nand3_4: 1 / 17.52
nand4_1: 5 / 31.28
nand4b_1: 1 / 8.760
nor2_1: 5 / 18.77
nor2_2: 1 / 6.260
nor2b_1: 2 / 12.51
nor3_1: 3 / 15.01
nor3b_1: 2 / 15.01
nor4_1: 4 / 25.02
o21ai_0: 4 / 20.02
o31ai_1: 1 / 7.510
or3_2: 1 / 7.510
or4_4: 1 / 11.26
xnor2_1: 12 / 105.1
xor2_1: 6 / 52.55
==> metrics by stage <==
step / hold WS (ns) / worst slack, ns / utilization (%)
floorplan: 0.4196 / 2.382 / -
CTS: 0.4747 / 1.948 / 23.42
finish: 0.4643 / 1.966 / 23.42
global placement: 0.4597 / 2.117 / 22.62
global route: 0.4900 / 1.911 / 23.42
detailed placement: 0.4530 / 2.134 / 22.62
==> layer usage <==
metal  track usage [%]  routed length, um  part of all wire, %
met1             6.171               1093                   52
met5                 0                  0                    0
met2             6.339                855                   41
met3             1.648                 96                  4.6
met4            0.7892                 42                  2.0
==> worst min-delay path by stage <==
stage | start | end | slack (ns) | cells after the start
after CTS | count[0] | count[0] | 0.47 | 1
after global routing | count[0] | count[0] | 0.49 | 1
final | count[0] | count[0] | 0.46 | 1
==> power breakdown <==
| group | internal (mW) | switching, mW |
|---|---|---|
| clock network | 0.0750 | 0.0839 |
| registers | 0.284 | 0 |
| logic | 0 | 0 |
==> final cells by class <==
| class | count | area, um^2 | area share [%] |
|---|---|---|---|
| Multi-Input combinational cell | 87 | 610.6 | 46.21 |
| Sequential cell | 27 | 550.5 | 41.67 |
| Tap cell | 72 | 90.09 | 6.818 |
| Clock buffer | 4 | 45.04 | 3.409 |
| Inverter | 4 | 15.01 | 1.136 |
| Timing Repair Buffer | 1 | 10.01 | 0.7576 |
==> registers in the layout, summed over array words and instances (netlist names) <==
| name | count |
|---|---|
| count | 26 |
| clk2 | 1 |
==> kinds of logic (layout without fill, tap and decap cells) <==
family | after synthesis | after routing | share of synthesized area, %
and+or+nand+nor | 56 | 56 | 29.77
adders and majority gates | 2 | 2 | 2.118
xor gates and xnor gates | 18 | 18 | 13.35
DFF | 27 | 27 | 46.61
muxes | 3 | 3 | 2.542
AOI/OAI and AO/OA | 8 | 8 | 3.920
buffers and inverters | 5 | 9 | 1.694
==> cell usage in the layout, fill, tap and decap left out, drive strengths merged, types with 2 or more instances in the layout <==
master  count
dfxtp      26
nand3      14
xnor2      12
xor2        6
and4        6
nor2        6
and3        6
nand2       5
nand4       5
inv         4
nor4        4
o21ai       4
clkbuf      4
nor3        3
mux2i       3
a21oi       3
nor3b       2
nor2b       2
ha          2
No activity file was given, so power comes from the tool's default toggle rates.
